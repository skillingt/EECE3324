File: design/flow/config.mk
export PLATFORM = sky130hd
export DESIGN_NAME = IF_ID
export DESIGN_NICKNAME = IF_ID
export VERILOG_FILES = /design/flow/design.v
export SDC_FILE = /design/flow/constraint.sdc
export NUM_CORES = 4
export LEC_CHECK = 1
export CORE_UTILIZATION = 30
File: design/flow/constraint.sdc
current_design IF_ID

set clk_period 2.0
set clk_io_pct 0.2

create_clock -name clk0 -period $clk_period [get_ports {clk}]

set non_clock_inputs [all_inputs -no_clocks]
set_input_delay [expr $clk_period * $clk_io_pct] -clock clk0 $non_clock_inputs
set_output_delay [expr $clk_period * $clk_io_pct] -clock clk0 [all_outputs]
File: design/flow/design.v
module IF_ID(en, flush, clk, rst, f_instr, d_instr, f_pcp4, d_pcp4);
  input en, flush, clk, rst;
  input [31:0] f_instr, f_pcp4;
  output reg[31:0] d_instr, d_pcp4;
  always @ (posedge clk)
  begin
    if (flush || rst)
    	begin
        d_instr <= 0;
        d_pcp4 <= 0;
      end
    else if (en)
      begin
        d_instr <= f_instr;
        d_pcp4 <= f_pcp4;
      end
  end
endmodule
File: design/flow/run.sh
#!/bin/bash
# OpenROAD 26Q1-2900-gdf79404cd8, Yosys 0.63+post, stock flow scripts
make -C /OpenROAD-flow-scripts/flow DESIGN_CONFIG=/design/flow/config.mk WORK_HOME=/design/flow/orfs finish
==> out/results.env <==
STATUS='finished, final reports clean'
CLOCK_SKEW_NS=0
CHIPWIDTH_UM=90.5
CRITICAL_PATH_BUFFERS_AND_INVERTERS=1
POWER_DENSITY_nW_PER_UM2=685
CLOCK_TRANSITION_TIME_AT_THE_FLIP_FLOP_CLOCK_PINS_OF_THE_WORST_SETUP_AND_HOLD_PATHS_NS=0.06
HOLDBUFCOUNTCTS=0
RSZ_0062_RAISED_AFTER_GLOBAL_ROUTING='false'
MIN_FROM='d_instr[6]$_SDFFE_PP0P_'
TIMING.FINAL.SETUP_VIOLATIONS=0
SLOWEST_STAGE_CELL_CRIT_PATH='sky130_fd_sc_hd__clkdlybuf4s50_1'
H-TREE-DEPTH=3
SYNTHESIS.INSTANCES=207
FP_UTIL_PCT=31.7
MIN_PERIOD_NS=1.55
TRITONCTS='built'
WORSTSETUPPATHDEPTH=1
REG2REG_FROM='d_instr[4]$_SDFFE_PP0P_'
SYNTH_FLOP_COUNT=64
EDF_COUNT=0
ROW_COUNT=31
TOTAL_POWER_uW=2620
HPWL_UM=3460
CLOCK_PATH_BUFFERS=2
ANTENNADIODECOUNT=0
DRV_CAP=0
MAX_CLOCK_FREQ_GHz=0.645
SYNTHESIS.AREA_UM2=2350
DRT_FIRST_PASS_ITERS=4
CRITICAL-PATH-MAX-STAGE-DELAY_NS=0.48
LEADING_CELL_TYPES_BY_COUNT_AFTER_SYNTHESIS='64 x sky130_fd_sc_hd__dfxtp_1, 64 x sky130_fd_sc_hd__mux2i_1, 64 x sky130_fd_sc_hd__nor2_1'
CTS-RESIZED-GATES=0
IOS=132
WORSTSETUPSTARTPOINTTYPE='register'
SYN_AVG_CELL_AREA_UM2=11.3
TOTALNEGATIVESETUPSLACK_NS=0
HOLDCRITPATHCLASS='reg2reg'
MAX_SLEW_MARGIN_PCT=69.5
CHAIN_OF_CELLS_FORMING_THE_CRITICAL_PATH='clkdlybuf4s50_1'
WIRELENGTH_UM=5110
CRITICALPATHCATEGORY='reg2out'
CP-END-KIND='primary output'
ROUTE.DETAILED.WL_PER_INST_UM=11.6
STATIC-LEAKAGE-POWER_uW=0.00158
SEQ_AREA_FRAC_SYNTH_PCT=54.6
SYNTH_TOP_CELL_BY_AREA='sky130_fd_sc_hd__dfxtp_1'
GRT_PASS1_WL_UM=8000
IO_BUFFER_COUNT=131
MIN_PATH_CELLS=2
CLK-INSERTION-DELAY-LATE_NS=0.32
YOSYS.CELL_TYPES.COUNT=6
SYNTHFLOPTYPE='sky130_fd_sc_hd__dfxtp_1'
CLOCK_ROOT_BUFFER_MASTER='sky130_fd_sc_hd__clkbuf_8'
FP.COREAREA_UM2=7410
SYNTHARSTFLOPSHARE_PCT=0
DETAIL-ROUTE-ANTENNA-NETS=0
GLOBAL_ROUTE.OVERFLOW_TOTAL=0
RATIO_OF_CELLS_WITH_DRIVE_ABOVE_1_IN_THE_FINAL_LAYOUT_PCT=5.54
DESIGN.DIE.AREA_UM2=8190
WORST_PATH_DOMINANT_CELL_FAMILY='buffers and inverters'
ANTENNA_FOUND_INITIAL=0
GRT_USAGE_PCT=12.2
POSTCTSSETUPREPAIRBUFS=0
DETAIL_ROUTE.ITER0.VIOLATIONS=52
POWER.IR.VDD_WORST_V=0.000281
FINALHOLDVIOLCOUNT=0
ROUTE.VIAS.TOTAL=1790
POST_DRT_VIA_CELL_RATIO=4.05
DIE_Y_UM=90.5
CRITICAL_PATH.MAX_FANOUT=2
R2R.WORST_PATH.CELLS=2
GRT_MAX_DEGREE=65
SYN_TO_FINAL_GROWTH_PCT=62.9
WORST_SLEW_PIN_SLEW_NS=0.457
SYNTH.TOP_CELL.AREA_SHARE_PCT=54.6
SYNTH.YOSYS.NUM_CELLS=207
TOOL_WARNINGS=25
DPL.CELL_COUNT=426
ROUTABILITYCONGESTION=0.730
CLOCK-SINKS=64
GRT_PASS1_VIAS=1657
CRIT_REQUIRED_NS=1.60
STARTPOINT_OF_THE_WORST_SETUP_TIMING_PATH='d_instr[16]$_SDFFE_PP0P_'
TIMING.FINAL.CRIT_SHARE_PCT=77.5
NUMBER_OF_REMAINING_DRC_ERRORS=0
TOTAL_CTS_BUFFERS=9
YOSYS-STAT-AREA_UM2=2350
TIMING.FINAL.MAX_SLEW_VIOLATIONS=0
LAYOUTNONFILLERINSTCOUNT=442
TOP_CELLS_BY_AREA='sky130_fd_sc_hd__dfxtp_1 55%, sky130_fd_sc_hd__mux2i_1 27%, sky130_fd_sc_hd__nor2_1 10%'
WORST_PATH_ARRIVAL_TIME_NS=1.15
YOSYS_WARNINGS=1
## cells by family (layout without fill, tap and decap cells)
| family | count (synthesis) | count (layout) | share of synthesized area (%) |
|---|---|---|---|
| and+or+nand+nor | 65 | 65 | 10.5 |
| muxes | 64 | 64 | 27.3 |
| DFF | 64 | 64 | 54.6 |
| buffers and inverters | 14 | 150 | 7.67 |
## per-layer routing
| metal | track usage [%] | wire length (um) | part of all wire, % | up-vias |
|---|---|---|---|---|
| met3 | 3.42 | 403 | 7.9 | 5 |
| met4 | 2.15 | 47 | 0.92 | 0 |
| li1 | - | - | - | 945 |
| met5 | 0 | 0 | 0 | - |
| met1 | 19.1 | 2510 | 49 | 765 |
| met2 | 17.5 | 2150 | 42 | 75 |
## report_power, final
group,leakage [uW],internal (uW),switching (uW)
clock network,0.0000899,476,449
logic,0.000973,253,106
registers,0.000522,1320,19.9
## cell type report
class	count	area (um^2)
clock buffer	12	145
clock inverter	4	20.0
fill	644	3580
multi-input combinational	129	887
sequential	64	1280
tap	99	124
timing repair buffer	134	1370
## tightest hold or removal path, cell delays in order (launching register included)
cell and delay [ns]:
sky130_fd_sc_hd__dfxtp_1 0.32, sky130_fd_sc_hd__mux2i_1 0.06, sky130_fd_sc_hd__nor2_1 0.07
## flip-flops by register name, indices dropped and copies added (netlist names)
| signal | flops |
|---|---|
| d_instr | 32 |
| d_pcp4 | 32 |
## final timing paths
path	endpoint	slack [ns]
min	d_instr[6]$_SDFFE_PP0P_	0.49
max reg2reg	d_instr[4]$_SDFFE_PP0P_	1.39
min reg2reg	d_instr[6]$_SDFFE_PP0P_	0.49
max	d_instr[16]	0.45
## per-stage QoR
| stage | hold slack [ns] | setup slack (ns) | instance area (um^2) | utilization, % |
|---|---|---|---|---|
| 2_1_floorplan | 0.437 | 0.959 | 2350 | - |
| 3_3_place_gp | 0.471 | 0.375 | 3660 | 49.4 |
| 3_5_place_dp | 0.481 | 0.362 | 3660 | 49.4 |
| 4_1_cts | 0.497 | 0.428 | 3830 | 51.6 |
| 5_1_grt | 0.521 | 0.394 | 3830 | 51.6 |
| 6_report | 0.491 | 0.450 | 3830 | 51.6 |
## cells in the final DEF, fill, tap and decap left out
cell type,n
sky130_fd_sc_hd__buf_12,3
sky130_fd_sc_hd__buf_4,1
sky130_fd_sc_hd__clkbuf_1,2
sky130_fd_sc_hd__clkbuf_8,10
sky130_fd_sc_hd__clkdlybuf4s50_1,130
sky130_fd_sc_hd__clkinv_2,4
sky130_fd_sc_hd__dfxtp_1,64
sky130_fd_sc_hd__mux2i_1,64
sky130_fd_sc_hd__nor2_1,64
sky130_fd_sc_hd__or2_2,1
Power is estimated from default activity; no workload was simulated.
