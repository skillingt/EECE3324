==> /design/flow/design.v <==
module mux2to1(I0,I1,S0,A);
	input[31:0] I0,I1;
	input S0;
	output reg [31:0] A;
	initial A = 32'b0;
	always@(I0 or I1 or S0) 
	begin
		if (S0 == 0)
			A = I0;
		else
			A = I1;
	end
endmodule
==> /design/flow/run.sh <==
#!/bin/bash
# OpenROAD 26Q1-2900-gdf79404cd8, Yosys 0.63+post, stock flow scripts
make -C /OpenROAD-flow-scripts/flow DESIGN_CONFIG=/design/flow/config.mk WORK_HOME=/design/flow/orfs finish
==> /design/flow/config.mk <==
export PLATFORM = sky130hd
export DESIGN_NAME = mux2to1
export DESIGN_NICKNAME = mux2to1
export VERILOG_FILES = /design/flow/design.v
export SDC_FILE = /design/flow/constraint.sdc
export NUM_CORES = 4
export LEC_CHECK = 1
export CORE_AREA = 10 10 71 71
export DIE_AREA = 0 0 81 81
==> /design/flow/constraint.sdc <==
current_design mux2to1

set clk_period 1.0
set clk_io_pct 0.2

create_clock -name clk0 -period $clk_period

set non_clock_inputs [all_inputs -no_clocks]
set_input_delay [expr $clk_period * $clk_io_pct] -clock clk0 $non_clock_inputs
set_output_delay [expr $clk_period * $clk_io_pct] -clock clk0 [all_outputs]
==> results.sh <==
# source this file to load flow results
export IMPL_warnings=34
export IMPL_tightest_slew_ps=83.1
export IMPL_crit_top_cell="buf_12"
export IMPL_nClkBuffers=0
export IMPL_path_cells="buf_12 -> buf_12 -> buf_12 -> mux2_4 -> buf_6"
export IMPL_yosysTopAreaCellShare=0.828
export IMPL_cp_slowest_cell="mux2_4"
export IMPL_hold_viol_final=0
export IMPL_worstPathArrival_ps=990
export IMPL_required_ps=800
export IMPL_port_buffers=97
export IMPL_ys_sh_aoi=0
export IMPL_ys_area_um2=544
export IMPL_synthSimpleGateAreaFrac=0
export IMPL_ys_cells=36
export IMPL_grt_ovfl_total=0
export IMPL_synth_cell_type_count=4
export IMPL_core_area_mm2=0.00363
export IMPL_drive_gt1_frac=0.529
export IMPL_yosysTopAreaCell="mux2_4"
export IMPL_hp_class="in2out"
export IMPL_floorplanUtilization=0.150
export IMPL_dr_pass1_iters=1
export IMPL_synth_area_um2=544
export IMPL_wl_mm=2.86
export IMPL_route_detailed_drc=0
export IMPL_routed_via_density=3.72
export IMPL_endpoint_kind="output pin"
export IMPL_die_y_um=81
export IMPL_violations="setup timing"
export IMPL_fmaxAchievable_mhz=841
export IMPL_relSlewSlack=0.945
export IMPL_ant_nets=0
export IMPL_whs_ps=696
export IMPL_dp_cells=180
export IMPL_critical_path_class="in2out"
export IMPL_fin_crit_ps=1190
export IMPL_antenna_found_initial=0
export IMPL_gp_congestion=0.863
export IMPL_grt_start_max_net_pins=11
export IMPL_crit_path_max_fanout=7
export IMPL_top_level_ports=97
export IMPL_setup_violations=32
export IMPL_rows=22
export IMPL_vdd_drop_max_uv=138
export IMPL_pre_cts_ws_ps=-520
export IMPL_postSynthSeqShare=0
export IMPL_total_power_mw=0.645
export IMPL_slew_violations=0
export IMPL_rsz0062_at_grt="true"
export IMPL_die_w_um=81
export IMPL_xor_share=0
export IMPL_syn_avg_cell_area_um2=15.1
export IMPL_diodes=0
export IMPL_grt_pass1_vias=743
export IMPL_ys_top_logic_family="multiplexers"
export IMPL_grt_pass1_wl_mm=4.11
export IMPL_power_leakage_nw=0.883
export IMPL_syn_inst=36
export IMPL_areaGrowthSynthToFinish_pct=196
export IMPL_adder_share=0
export IMPL_cap_violations=0
export IMPL_lay_top_cells="dlygate4sd2_1, mux2_4, buf_6"
export IMPL_pwr_density_cell_mw_per_mm2=400
export IMPL_lay_top_count="dlygate4sd2_1"
export IMPL_flop_count=0
export IMPL_via_count=684
export IMPL_grtUsageTotal=0.0774
export IMPL_finalCritPeriodShare=1.19
export IMPL_topCellsByArea="mux2_4, buf_12, mux2_2"
export IMPL_drt_iter0_markers=0
export IMPL_fillers=369
export IMPL_post_route_worst_setup_slack_ps=-189
export IMPL_yosys_warnings=1
export IMPL_status="complete, but fails checks"
export IMPL_instances_no_fill=184
export IMPL_dpl_hpwl_mm=2.59
export IMPL_die_area_mm2=0.00656
export IMPL_worstSetupStartpointType="input port"
export IMPL_slowest_delay_ps=290
export IMPL_regArea_um2=0
export IMPL_wl_per_cell_um=15.5
export IMPL_mux_area_frac=0.869
synthesized netlist by cell type:
library cell  count
buf_12            3
buf_6             1
mux2_2            2
mux2_4           30
metal layers:
metal	vias up	global-route usage	share of wire	wire, µm
li1	336	-	-	-
met1	298	0.0961	0.39	1110
met2	50	0.127	0.48	1370
met3	0	0.0367	0.13	379
met4	0	0	0	0
met5	-	0	0	0
area by class of cell:
| cell class | count | area [µm²] | area share |
|---|---|---|---|
| Multi-Input combinational cell | 32 | 480 | 0.298 |
| Tap cell | 48 | 60.1 | 0.0372 |
| Timing Repair Buffer | 104 | 1070 | 0.665 |
timing repair:
action	in CTS	in global routing
setup endpoints to repair	32	32
buffers inserted	3	0
hold buffers	0	0
pin swaps	0	0
gates resized	176	14
gates cloned	1	0
stage by stage:
| step | util | instance area (µm²) | setup TNS, ps |
|---|---|---|---|
| floorplan | - | 544 | 0 |
| global placement | 0.429 | 1560 | -16260 |
| detailed placement | 0.429 | 1560 | -16150 |
| CTS | 0.424 | 1540 | -2910 |
| global route | 0.444 | 1610 | -3130 |
| finish | 0.444 | 1610 | -2690 |
where the power goes:
group | leakage (nW) | internal, mW | switching [mW]
sequential | 0 | 0 | 0
combinational | 0.883 | 0.504 | 0.141
clock | 0 | 0 | 0
path summary, 6_finish.rpt:
path                    from    end  slack (ps)  depth (start not counted)
worst max-delay path      S0  A[21]        -190                          5
worst min-delay path  I0[22]  A[22]         700                          3
worst max-delay path: cells and delay by family:
kind                   cells  cell delay [ps]
buffers and inverters      4              490
muxes                      1              290
cell families after synthesis:
| family | count (synthesis) |
|---|---|
| muxes | 32 |
| buffers and inverters | 4 |
Power and IR drop assume default switching activity.
